<file path="design/flow/run.sh">
#!/bin/bash
# OpenROAD 26Q1-2900-gdf79404cd8, Yosys 0.63+post, stock flow scripts
make -C /OpenROAD-flow-scripts/flow DESIGN_CONFIG=/design/flow/config.mk WORK_HOME=/design/flow/orfs finish
</file>
<file path="design/flow/config.mk">
export PLATFORM = sky130hd
export DESIGN_NAME = krake_bus
export DESIGN_NICKNAME = krake_bus
export VERILOG_FILES = /design/flow/design.v
export SDC_FILE = /design/flow/constraint.sdc
export NUM_CORES = 4
export LEC_CHECK = 1
export CORE_AREA = 10 10 74 74
export DIE_AREA = 0 0 84 84
</file>
<file path="design/flow/constraint.sdc">
current_design krake_bus

set clk_period 1.2
set clk_io_pct 0.2

create_clock -name clk0 -period $clk_period [get_ports {clk_i}]

set non_clock_inputs [all_inputs -no_clocks]
set_input_delay [expr $clk_period * $clk_io_pct] -clock clk0 $non_clock_inputs
set_output_delay [expr $clk_period * $clk_io_pct] -clock clk0 [all_outputs]
</file>
<file path="design/flow/design.v">
module  krake_bus(
      input wire         clk_i,     
      input wire         rst_i,     
      input wire [15:0]  data,      
      input wire         data_clk,  
      input wire         we,        
      output reg         stb_o,     
      output reg [7:0]   adr_o,     
      output reg [7:0]   dat_o,     
      output reg         we_o);     
reg  clean;  
reg  dirty;  
always  @ (posedge clk_i)
begin
  stb_o <= 1'b0;
  dirty <= data_clk;
  clean <= dirty;
  we_o <= we;  
  adr_o <= data[15:8];  
  dat_o <= data[7:0];  
  if(clean ^ dirty)
    stb_o <= 1'b1;
end
endmodule
</file>
==> ci_impl_report.md <==
### Flow metrics

| Metric | Value |
|---|---|
| Status | `finished, final reports clean` |
| Routed wire length per instance | `9.88 um` |
| Largest net degree at the start of global routing | `12` |
| Hold_buf cts | `0` |
| N_diodes | `0` |
| CTS clock-pin slew for the worst setup and hold paths | `0.06 ns` |
| Drt drc | `0` |
| Peak VDD IR | `0.000285 V` |
| Htree depth | `1` |
| Power per cell area | `1490 mW/mm^2` |
| Mean post-synth cell area | `19.5 um^2` |
| Fill count | `418` |
| Total Routing Usage GR | `2.91%` |
| Unrepaired setup endpoints after global routing | `false` |
| Final Total Pwr | `0.00129 W` |
| # IOs | `38` |
| Initial antenna violation count | `0` |
| Tcrit/Tclk final | `85.3%` |
| Biggest area cells | `dfxtp_1 98%, xor2_1 2.1%` |
| Worst path max stage delay | `0.30 ns` |
| CP arrival | `0.78 ns` |
| Register share after synthesis | `97.9%` |
| Top cells by count | `20 x dfxtp_1, 1 x xor2_1` |
| Slew @ Worst Pin | `0.0977 ns` |
| Slew Limit Fails | `0` |
| Tmin final | `1.02 ns` |
| Remaining antenna violation count after routing | `0` |
| Final-report hold violation count | `0` |
| # port buffers | `36` |
| Die ar. | `0.00706 mm^2` |
| Final Cell Area | `865 um^2` |
| Top FF cell, synth | `dfxtp_1` |
| CP max FO | `1` |
| Final setup fails | `0` |
| Layout cells sized above 1 | `6.56%` |
| Worst hold margin | `0.368 ns` |
| Global route overflow | `0` |
| Chip width | `84 um` |
| First-pass GRT wire length | `1.71 mm` |
| Synth area leader | `dfxtp_1` |
| Final Skew | `0.000317 ns` |
| P&R area growth vs syn | `111%` |
| Post-cts resize count | `18` |
| Area post-placement | `832 um^2` |
| Synth Cell Area | `409 um^2` |
| Vias in the first global route | `321` |
| Final WL | `1.10 mm` |
| DRT iter0 DRCs | `1` |
| Setup Total Neg Slack | `0 ns` |
| Cell chain of the critical path | `dlygate4sd2_1` |
| Routability Congestion | `0.708` |
| Dominant cell area share | `97.9%` |
| CP Capture Type | `output port` |
| Worst-skew pair later-pin latency | `0.25 ns` |
| CTS tree | `built` |
| Asr flop ratio synth | `0%` |
| Static leakage | `0.367 nW` |
| Vias per inst | `2.55` |
| Clock buffer count from CTS | `3` |
| Routed via count | `283` |
| HP Class | `reg -> reg` |
| Buf/Inv on CP | `1` |
| Core Util, Final | `21.8%` |
| Root Buffer Master | `clkbuf_8` |
| Number of synthesized register bits | `20` |
| Max Cap Viol | `0` |
| Clock net sink count | `20` |
| Slowest cell on the critical path | `dfxtp_1` |
| Relative slew slack | `93.5%` |
| Chip area line of the yosys report | `409 um^2` |
| Unique cell types | `2` |
| Startpoint types | `register` |
| Delay-heaviest family, CP | `flip-flops` |
| Ys Warns | `1` |
| Tool Warnings | `26` |
| Mapped Cells | `21` |
| DR pass1 iterations | `2` |
| Flip-flops with a built-in enable | `0` |
| Die Y | `84 um` |
| Leading cell type by number of instances after synthesis | `dfxtp_1` |
| Max Buffers Root-to-Sink | `2` |
| Row count | `23` |
| Critical path class | `reg -> out` |
| Postcts setup bufs | `0` |
| Core Footprint | `0.00397 mm^2` |
| Fmax achieved | `977 MHz` |
| # Cells Yosys | `21` |
| Data required, critical path | `0.96 ns` |
| FP Core Util | `10.3%` |
-- placed cells by master, fill, tap and decap left out --
cell type	instances
xor2_1	1
clkbuf_8	4
clkdlybuf4s50_1	18
dlygate4sd2_1	18
dfxtp_1	20
-- power breakdown --
| part | total (W) | switching [W] | internal, W |
|---|---|---|---|
| clock network | 0.000485 | 0.000194 | 0.000291 |
| logic | 0.0000933 | 0.0000118 | 0.0000816 |
| registers | 0.000709 | 0.00000784 | 0.000701 |
-- cell families (layout without fill, tap and decap cells) --
| kind of cell | after synthesis | after routing | share of synthesized area, % |
|---|---|---|---|
| XOR/XNOR | 1 | 1 | 2.14 |
| flip-flops | 20 | 20 | 97.9 |
| buffers and inverters | 0 | 40 | 0 |
-- stage by stage --
| stage | cells | setup slack (ns) |
|---|---|---|
| finish | 111 | 0.176 |
| CTS | 111 | 0.160 |
| detailed placement | 107 | 0.189 |
| global placement | 107 | 0.196 |
| global route | 111 | 0.133 |
| floorplan | 21 | 0.650 |
-- per-layer routing --
metal | GRT usage [%] | vias to the layer above | share of wire (%)
li1 | - | 142 | -
met1 | 3.06 | 125 | 36
met2 | 5.23 | 14 | 54
met3 | 0.787 | 2 | 6.7
met4 | 1.37 | 0 | 2.6
met5 | 0 | - | 0
-- cell type report --
| class | count | area (um^2) | area share (%) |
|---|---|---|---|
| sequential | 20 | 400 | 46.3 |
| timing repair buffer | 36 | 338 | 39.1 |
| clock buffer | 4 | 55.1 | 6.37 |
| tap | 50 | 62.6 | 7.24 |
| multi-input combinational | 1 | 8.76 | 1.01 |
-- registers in the layout (all words and copies together) (netlist names) --
register and flops:
adr_o 8, clean 1, dat_o 8, dirty 1, stb_o 1, we_o 1
-- final timing paths --
| check | cells past startpoint | slack (ns) | end | startpoint |
|---|---|---|---|---|
| worst max-delay path | 1 | 0.18 | dat_o[7] | dat_o[7] |
| worst min-delay path | 0 | 0.37 | clean | dirty |
| worst max register to register | 1 | 0.63 | stb_o | dirty |
| worst min register to register | 0 | 0.37 | clean | dirty |
Power and IR drop assume default switching activity.
