==> /design/flow/design.v <==
module  read_ctl(
    input wire        clk_i,
    input wire        rst_i,
    input wire        ack_i,
    input wire [7:0]  dat_i,
    input wire [7:0]  adr_o,
    input wire        stb_o,
    input wire        we_o,
    output reg        valid,
    output reg        read_ack,
    output reg [7:0]  read_adr,
    output reg [7:0]  read_dat);
  reg [7:0] adr;
  reg read;
  always@(posedge clk_i)
  begin
    if(rst_i)
    begin
      valid <= 1'b0;
      read <= 1'b0;
    end  
    else
    begin
      read <= 1'b0;
      valid <= 1'b0;
      adr <= adr_o;  
      if(!we_o && stb_o)
        read <= 1'b1;
      if(read)
      begin
        valid <= 1'b1;
        read_dat <= dat_i;
        read_ack <= ack_i;
        read_adr <= adr;
      end
    end  
  end
endmodule
==> /design/flow/run.sh <==
#!/bin/bash
# OpenROAD 26Q1-2900-gdf79404cd8, Yosys 0.63+post, stock flow scripts
make -C /OpenROAD-flow-scripts/flow DESIGN_CONFIG=/design/flow/config.mk WORK_HOME=/design/flow/orfs finish
==> /design/flow/config.mk <==
export PLATFORM = sky130hd
export DESIGN_NAME = read_ctl
export DESIGN_NICKNAME = read_ctl
export VERILOG_FILES = /design/flow/design.v
export SDC_FILE = /design/flow/constraint.sdc
export NUM_CORES = 4
export LEC_CHECK = 1
export CORE_AREA = 10 10 90 90
export DIE_AREA = 0 0 100 100
==> /design/flow/constraint.sdc <==
current_design read_ctl

set clk_period 3.1
set clk_io_pct 0.2

create_clock -name clk0 -period $clk_period [get_ports {clk_i}]

set non_clock_inputs [all_inputs -no_clocks]
set_input_delay [expr $clk_period * $clk_io_pct] -clock clk0 $non_clock_inputs
set_output_delay [expr $clk_period * $clk_io_pct] -clock clk0 [all_outputs]
==> flow_summary.json <==
{
  "vias": 416,
  "clockBufferDepth": 2,
  "worstReg2RegStart": "read$_SDFF_PP0_",
  "count_of_mapped_cells_out_of_synthesis": 31,
  "fin_tns_setup_ps": 0,
  "intPower_mw": 0.530,
  "swShare_pct": 17.9,
  "critical_path.slowest_cell": "sky130_fd_sc_hd__clkdlybuf4s50_1",
  "post_cts_resize_count": 0,
  "period_used_pct": 55.0,
  "filler_cell_count": 661,
  "clock_group_share_of_total_power_pct": 30.3,
  "fmax_achieved_ghz": 0.586,
  "postSynthSeqShare_pct": 96.5,
  "critical_path.max_fanout": 1,
  "rsz0062_at_grt": "false",
  "synth_area_per_cell_um2": 26.4,
  "ir_drop_mv": 0.216,
  "p_leak_nw": 0.437,
  "clock_insertion_delay_worst_skew_ps": 270,
  "critical_path.n_buffers_inverters": 1,
  "cellPowerDensity_nw_per_um2": 478,
  "worst_ep_arrival_time_ps": 1090,
  "grt_first_pass_wirelength_um": 2650,
  "top_level_ports": 39,
  "cts.reportedPaths.clkPinSlew_ps": 90,
  "site_rows": 29,
  "tool_warnings": 25,
  "largest_net_degree_at_the_start_of_global_routing": 18,
  "worst_hold_path_type": "register to register",
  "critPathTopFamily": "buffers and inverters",
  "synth.yosys.chip_area_um2": 820,
  "syn-cell-area_um2": 820,
  "detail_route.vias_per_cell": 2.75,
  "worst_path_largest_cell_delay_ps": 480,
  "critical_path_class": "register to output pin",
  "worst_slew_margin_rel_pct": 81.6,
  "worst_pin_slew_ps": 276,
  "finalClockSkew_ps": 2.08,
  "global_route.usage.total_pct": 3.48,
  "synth_stat.cells": 31,
  "die-area_um2": 10000,
  "fin_hold_ws_ps": 431,
  "min-delay-start": "adr[4]$_DFFE_PN_",
  "post-cts-setup-buffers": 0,
  "initialDrtViolationCount": 9,
  "setup_viol": 0,
  "insertedDiodeCount": 0,
  "min_period_ps": 1710,
  "layout_top_cells": "sky130_fd_sc_hd__clkdlybuf4s50_1 (38), sky130_fd_sc_hd__edfxtp_1 (25), sky130_fd_sc_hd__clkbuf_8 (3)",
  "syn2layout_area_growth_pct": 65.0,
  "buffers_added_on_ports": 38,
  "chipHeight_um": 100,
  "cts-root-buf": "sky130_fd_sc_hd__clkbuf_8",
  "wl_per_cell_um": 11.6,
  "grt_pass1_vias": 484,
  "report.final.hold_viol_count": 0,
  "antenna_violations_before_repair": 0,
  "switchingPower_mw": 0.116,
  "setup.worst_path.end_class": "output pin",
  "crit_path_cell_trace": "clkdlybuf4s50_1",
  "clock_tree.htree_level_count": 1,
  "tally_of_non_filler_cells_in_the_final_layout": 151,
  "dpl.cell_count": 147,
  "drive_gt1_share_pct": 8.11,
  "final_common_cell": "sky130_fd_sc_hd__clkdlybuf4s50_1",
  "regArea_um2": 791,
  "grt_remaining_overflow": 0,
  "initCoreUtil_pct": 13.1,
  "multi_input_comb_area_um2": 25.0,
  "holdBufCountCts": 0,
  "globalplace.congestion": 0.696,
  "post-route-util_pct": 21.5,
  "cp-start-kind": "register",
  "critical_path.startpoint": "read_adr[0]$_DFFE_PP_",
  "seq_power_share_pct": 64.2,
  "numCtsBuffers": 3,
  "cap_viol_max_count": 0,
  "antenna_violating_nets_post_route": 0,
  "power_frac_comb_pct": 5.6,
  "clock_sink_count": 27,
  "floorplan.die.width_um": 100,
  "drc_errors": 0,
  "outcome": "complete, no violations",
  "detail_route.wirelength_um": 1750,
  "tritoncts": "yes",
  "critPathRequiredTime_ps": 2480,
  "yosys_warnings": 1,
  "maxSlewViolCount": 0,
  "coreArea_um2": 6280,
  "netlist-cell-type-count": 5,
  "drt-pass1-iter-count": 2,
  "yosys_register_bits": 27
}
## final timing paths
| kind | slack [ps] | endpoint | depth (start not counted) |
|---|---|---|---|
| worst max-delay path | 1390 | read_adr[0] | 1 |
| worst min-delay path | 430 | read_adr[4]$_DFFE_PP_ | 0 |
| worst max register to register | 2080 | read_dat[3]$_DFFE_PP_ | 2 |
| worst min register to register | 430 | read_adr[4]$_DFFE_PP_ | 0 |
## area by class of cell
class                   count  area share, %
flip-flops and latches     27           58.5
repair buffers             39           28.7
well taps                  77           7.12
clock buffers               3           3.05
multi-input cells           3           1.85
clock inverters             1          0.555
inverters                   1          0.278
## sequential cells by signal, indices dropped and copies added, names as in the netlist
signal	flops
adr	8
valid	1
read_dat	8
read	1
read_ack	1
read_adr	8
## layer usage
layer	wire, um	global-route usage, %
met1	718	4.06
met5	0	0
met4	22	0.652
met2	865	5.72
met3	146	1.73
## cell usage after synthesis (all sizes together)
library cell  number  area, um2
dfxtp              2       40.0
edfxtp            25        751
inv                1       3.75
nor2b              2       12.5
nor3b              1       12.5
## cells by family after synthesis
kind of cell / share of synthesized area (%)
flip-flops: 96.5
buffers and inverters: 0.458
AND/OR/NAND/NOR: 3.05
## stage by stage
step	setup slack, ps	total power, mW	cell area [um2]
3_3_place_gp	1310	0.459	1300
4_1_cts	1360	0.657	1350
2_1_floorplan	1300	0.426	820
3_5_place_dp	1260	0.460	1300
5_1_grt	1340	0.671	1350
6_report	1390	0.646	1350
## power groups by stage
| stage | clock network (mW) | logic (mW) | registers, mW |
|---|---|---|---|
| after CTS | 0.205 | 0.0372 | 0.415 |
| after global routing | 0.215 | 0.0394 | 0.416 |
| final | 0.195 | 0.0361 | 0.415 |
Power figures rest on the tool's default switching activity, not on a simulated workload.
