===== run.sh =====
#!/bin/bash
# OpenROAD 26Q1-2900-gdf79404cd8, Yosys 0.63+post, stock flow scripts
make -C /OpenROAD-flow-scripts/flow DESIGN_CONFIG=/design/flow/config.mk WORK_HOME=/design/flow/orfs finish

===== config.mk =====
export PLATFORM = sky130hd
export DESIGN_NAME = clk_gen
export DESIGN_NICKNAME = clk_gen
export VERILOG_FILES = /design/flow/design.v
export SDC_FILE = /design/flow/constraint.sdc
export NUM_CORES = 4
export LEC_CHECK = 1
export CORE_AREA = 10 10 89 89
export DIE_AREA = 0 0 99 99

===== constraint.sdc =====
current_design clk_gen

set clk_period 2.8
set clk_io_pct 0.2

create_clock -name clk0 -period $clk_period [get_ports {clk_i}]

set non_clock_inputs [all_inputs -no_clocks]
set_input_delay [expr $clk_period * $clk_io_pct] -clock clk0 $non_clock_inputs
set_output_delay [expr $clk_period * $clk_io_pct] -clock clk0 [all_outputs]

===== design.v =====
module  clk_gen(
    input wire        clk_i,
    input wire        rst_i,
    output reg        ack_o,
    input wire [7:0]  dat_i,
    input wire [3:0]  adr_i,
    output reg [7:0]  dat_o,
    input wire        stb_i,
    input wire        we_i,
    output wire       clk_posedge,
    output wire       clk_out);
reg          en;
reg          div_clk;
reg [7:0]    div;
reg [7:0]    periods;
assign clk_out = div_clk && en;
assign clk_posedge = (periods == 8'd0) && div_clk && en;
always @ (posedge clk_i)
begin
  if(rst_i)
  begin
    div <= 8'd0;
    en <= 1'b0;
    div_clk <= 1'b0;
    periods <= 8'd0;
    dat_o <= 8'd0;
  end
  else
  begin
    en <= en;
    div <= div;
    periods <= (periods + 1);
    div_clk <= div_clk;
    ack_o <= 1'b0;
    dat_o <= 8'd0;
    if(periods == div)
    begin
      periods <= 8'd0;
      div_clk <= ~div_clk;
    end
    if(stb_i)
    begin
      case(adr_i)
        4'h0:
        begin
          if(we_i)  
          begin
            en <= dat_i[0];
            ack_o <= 1'b1;
          end
          else  
          begin
            dat_o[0] <= en;
            ack_o <= 1'b1;
          end
        end
        4'h1:
        begin
          if(we_i)  
          begin
            div <= dat_i;
            periods <= 8'd0;
            ack_o <= 1'b1;
          end
          else  
          begin
            dat_o <= div;
            ack_o <= 1'b1;
          end
        end
      endcase
    end
  end
end
endmodule

==> qor.txt <==
run status - completed
io pins - 27
TritonCTS Buffers - 3
Via-to-Cell Ratio - 3.74
placed cell count - 208
Die Size - 9800 um^2
ANT nets after route - 0
antenna violations before repair - 0
GR Overflow Total - 0
worst path required time - 2.24 ns
worst slew pin tran - 0.585 ns
Syn Std Cell Area - 1100 um^2
register share after synthesis - 49.9%
Crit. End Element - output port
fmax - 0.406 GHz
Simple-Gate Area Share - 22.9%
yosys adder share - 2.27%
Total Power - 0.661 mW
Post-Syn Area per Cell - 10.1 um^2
RSZ-0062 raised after global routing - false
Max-slew headroom - 60.7%
Area growth syn-to-layout - 35.5%
GP Congestion - 0.757
first-pass GRT wire length - 3490 um
Min-Delay Startpoint - div[7]
clock skew - 0.00448 ns
post-layout min period - 2.47 ns
# rows - 28
Die H - 99 um
DRC violations left - 0
Crit. Startpoint - periods[0]
worst-path maximum fanout - 7
Worst setup SP type - flip-flop
core area - 5990 um^2
# diodes - 0
OpenROAD warnings - 26
reg2reg start - periods[2]
number of cells in Yosys stat - 109
logic area - 529 um^2
Tot GR Track Use - 4.30%
Critical Path AT - 1.91 ns
Root Buffer - clkbuf_8
share of cells above drive strength 1 - 5.84%
Post-Route WL - 2270 um
MaxCap Viol Count - 0
# Post-CTS Setup Buffers - 0
critical path class - reg2out
Top logic family - simple AND/OR/NAND/NOR gates
PortBufs - 26
Mux cell area share - 10.1%
Reg area - 551 um^2
total number of vias - 792
post-CTS sizing - 0
Filler Cell Count - 629
Synth Instances - 109
clock buffer depth - 2
HP Class - reg2reg
wire per inst - 10.7 um
die width - 99 um
area reported by Yosys stat - 1100 um^2
largest net degree at the start of global routing - 16
Iter 0 DRT Violations - 32
Detailed Routing Iterations Pass 1 - 4
hold buffer count at cts - 0
final worst path period share - 88.0%
pwr dens - 442 nW/um^2
maximum VDD drop - 0.150 mV
Fin Setup TNS - 0 ns
ys flops - 27
Post-Layout Cell Count - 212
Syn. warnings - 1
fin. max-slew vios - 0
Pleak - 0.524 nW
setup violators final - 0
aoi share - 1.02%
Final Hold Viols - 0
Unique cell types - 24
H-tree depth - 1
xor+xnor area frac - 11.1%
CTS tree - yes
Worst-Skew Late Latency - 0.27 ns
TritonCTS Sinks - 27
vias in the first global route - 719
FP Core Util - 18.4%
Reg clk slew, reported paths - 0.09 ns
## cell usage after synthesis
cell	n	share of area, %
xnor2_1	9	7.1
a31oi_1	1	0.57
buf_6	1	1.0
inv_1	4	1.4
and3_1	3	1.7
clkbuf_1	1	0.34
and3_2	1	0.68
and2_1	8	4.5
nand3b_1	1	0.68
edfxtp_1	1	2.7
nor4b_4	1	2.2
nor2_1	21	7.1
nor2b_1	1	0.57
nand2_1	2	0.68
nand3_1	5	2.3
ha_1	2	2.3
dfxtp_1	26	47
o21ai_1	1	0.45
mux2_2	1	1.0
nor4_1	1	0.57
mux2i_1	10	9.1
nor4b_1	1	0.79
nand4_1	2	1.1
xor2_1	5	4.0
## cells by family after synthesis
kind of cell | count (synthesis)
flops | 27
compound gates | 2
buf+inv | 6
fa+ha+maj | 2
mux | 11
xor+xnor | 14
simple gates | 47
## stage by stage
step | worst slack [ns] | hold WS, ns | util, % | area, um^2
floorplan | 1.22 | 0.472 | - | 1100
global placement | 0.501 | 0.498 | 24.1 | 1440
detailed placement | 0.462 | 0.496 | 24.1 | 1440
CTS | 0.208 | 0.509 | 24.9 | 1490
global route | 0.0454 | 0.523 | 25.0 | 1500
finish | 0.335 | 0.508 | 25.0 | 1500
## flip-flops by register name, indices dropped and copies added (netlist names)
name and count:
en 1, periods 8, div 8, ack_o 1, dat_o 8, div_clk 1
## cell type report
class / count / share of cell area, %
timing repair buffer: 26 / 17.4
inverter: 4 / 1.00
clock buffer: 3 / 2.76
clock inverter: 1 / 0.335
multi-input combinational: 76 / 35.4
tap: 75 / 6.28
sequential: 27 / 36.8
## per-layer routing
layer | GRT usage (%) | vias to the layer above | share of wire, %
li1 | - | 414 | -
met1 | 5.40 | 363 | 44
met2 | 6.96 | 13 | 48
met3 | 1.62 | 2 | 7.0
met4 | 0.772 | 0 | 0.84
met5 | 0 | - | 0
## placed cells by master, fill, tap and decap left out
cell / instances
clkinv_2: 1
nand3_1: 5
nand4_1: 2
mux2_2: 1
edfxtp_1: 1
nor4b_4: 1
and3_1: 3
mux2i_1: 10
a31oi_1: 1
and2_1: 8
xor2_1: 5
nand3b_1: 1
and3_2: 1
o21ai_1: 1
nor2_1: 21
ha_1: 2
nor4_2: 1
inv_1: 4
clkbuf_8: 3
nor4b_1: 1
nor2b_1: 1
xnor2_1: 9
dfxtp_1: 26
nand2_1: 2
clkdlybuf4s50_1: 26
## worst paths after layout
kind / to / slack [ns] / cells past startpoint
hold reg to reg: dat_o[7] / 0.51 / 1
setup reg to reg: periods[5] / 1.30 / 4
hold / removal: dat_o[7] / 0.51 / 1
setup / recovery: clk_posedge / 0.33 / 6
## critical path, stage by stage, from the launching register on
cell	delay, ns
dfxtp_1	0.39
inv_1	0.08
ha_1	0.13
nor4b_1	0.22
nand2_1	0.10
nor4_2	0.19
clkdlybuf4s50_1	0.52
## power breakdown
part / switching (mW) / internal, mW
Combinational: 0.0182 / 0.0312
Sequential: 0.00457 / 0.391
Clock: 0.116 / 0.0994
Total: 0.139 / 0.522
Power and IR drop assume default switching activity.
